--- flow/run.sh ---
#!/bin/bash
# OpenROAD 26Q1-2900-gdf79404cd8, Yosys 0.63+post, stock flow scripts
make -C /OpenROAD-flow-scripts/flow DESIGN_CONFIG=/design/flow/config.mk WORK_HOME=/design/flow/orfs finish
--- flow/config.mk ---
export PLATFORM = sky130hd
export DESIGN_NAME = fetch
export DESIGN_NICKNAME = fetch
export VERILOG_FILES = /design/flow/design.v
export SDC_FILE = /design/flow/constraint.sdc
export NUM_CORES = 4
export LEC_CHECK = 1
export CORE_AREA = 10 10 83 83
export DIE_AREA = 0 0 93 93
--- flow/constraint.sdc ---
current_design fetch

set clk_period 3.3
set clk_io_pct 0.2

create_clock -name clk0 -period $clk_period [get_ports {clk}]

set non_clock_inputs [all_inputs -no_clocks]
set_input_delay [expr $clk_period * $clk_io_pct] -clock clk0 $non_clock_inputs
set_output_delay [expr $clk_period * $clk_io_pct] -clock clk0 [all_outputs]
--- flow/design.v ---
module fetch(clk,rst,state,pc,npc,rd,taddr,br_taken);
input clk,rst,br_taken;
input [15:0] taddr;
input [3:0] state;
output [15:0] pc,npc;
output rd;
wire [15:0] n_addr,updata_addr,up_pc;
reg	 [15:0]	pc_reg;
wire		output_en	;
assign	npc = pc_reg + 1;
assign  n_addr = (br_taken)?taddr:npc;
assign	updata_addr = (state == 0)?n_addr:pc_reg;
assign	up_pc		=	(rst)?'h3000:updata_addr;
assign	output_en	=	(state != 7 && state != 8 && state != 9)?1'b1:1'b0;
assign	pc = (output_en)?pc_reg:'dz;
assign	rd = (output_en)?1'b1:1'bz	;
always	@(posedge clk)begin
		pc_reg	<=	up_pc	;
end
endmodule
==> flow_summary.json <==
{
  "endpoint_kind": "output port",
  "synth-cells-yosys": 164,
  "rows": 26,
  "grtUsageTotal": 0.0888,
  "drcViolationCount": 0,
  "start_kind": "register",
  "ctsResizeCount": 0,
  "rsz0062_at_grt": "no",
  "total_power_w": 0.000435,
  "drive_above_1_share": 0.0526,
  "hold_class": "register to register",
  "logic_area_um2": 796,
  "tool_warnings": 25,
  "ios": 56,
  "fin_cells": 279,
  "synthArstFlopShare": 0,
  "skew_ps": 6.78,
  "drt-wirelength-per-cell_um": 14.3,
  "cts_setup_buffers": 0,
  "fp.dieH_um": 93,
  "syn_to_final_growth_pct": 51.8,
  "yosys_warnings": 3,
  "fmax_ghz": 0.332,
  "irDropWorstVdd_mv": 0.141,
  "cts_tree": "done",
  "slew_violations": 0,
  "slew_headroom": 0.549,
  "drv_cap": 0,
  "antenna_found_initial": 0,
  "synthFlopType": "dfxtp_1",
  "common_cells": "nand2_1 (17), dfxtp_1 (16), nor3_1 (13)",
  "grt_max_degree": 45,
  "p_leak_nw": 0.638,
  "power.density_mw_per_mm2": 237,
  "largest_reg_flops": 16,
  "synthDistinctLibCells": 37,
  "hold_violations": 0,
  "worstPathArrival_ps": 2350,
  "synth_flop_count": 16,
  "gp_congestion": 0.866,
  "core_mm2": 0.00514,
  "finalSetupViolCount": 0,
  "dpl.cell_count": 276,
  "top_area_frac": 0.265,
  "vias": 1341,
  "ys_seq_frac": 0.265,
  "yosysMostFrequentCell": "nand2_1",
  "numClockSinks": 16,
  "first_iter_violations": 113,
  "antenna_left": 0,
  "min_period_ps": 3010,
  "ys_area_mm2": 0.00121,
  "fillers": 575,
  "hpwlAfterDp_um": 2930,
  "routed_wl_um": 3990,
  "clock_latency_ps": 250,
  "grt-ovfl-total": 0,
  "io_buffers": 54,
  "fp_util": 0.235,
  "top_area_cell": "dfxtp_1",
  "grt_pass1_vias": 1329,
  "fp.dieW_um": 93,
  "antenna_cells": 0,
  "required_ps": 2640,
  "clock_path_buffers": 2,
  "clkTransAtPathRegs_ps": 70,
  "vias_per_cell": 4.81,
  "setup_tns_ps": 0,
  "flop_area_um2": 320,
  "outcome": "completed",
  "grt_first_pass_wirelength_um": 6430,
  "whs_ps": 551,
  "fin_crit_sh": 0.913,
  "crit_fanout": 8,
  "cts_root_buffer": "clkbuf_8",
  "synthCells": 164,
  "cts_made_buffers": 3,
  "avgSynthCellArea_um2": 7.37,
  "place_ws_ps": 535,
  "hold_buffers": 0,
  "edf_count": 0,
  "layout_setup_ws_ps": 288,
  "chipArea_mm2": 0.00865,
  "topCellsByArea": "dfxtp_1 (27%), xor2_1 (5.8%), nor3_1 (5.4%)",
  "first_pass_iters": 4,
  "syn_area_mm2": 0.00121,
  "h-tree-depth": 1,
  "critPathKind": "register to output port",
  "tightest_slew_ps": 677
}
[critical path, cell delays in order, from the launching register on]
cell and delay [ps]:
dfxtp_1 440, ha_1 340, nand3_1 180, nor2_1 390, nand2_1 120, xnor2_1 150
clkdlybuf4s50_1 480
[power breakdown]
group / leakage (nW) / total (W) / switching (W) / internal [W]
logic: 0.487 / 0.0000814 / 0.0000304 / 0.0000510
clock network: 0.0216 / 0.000149 / 0.0000678 / 0.0000809
registers: 0.129 / 0.000205 / 0.00000766 / 0.000198
total: 0.638 / 0.000435 / 0.000106 / 0.000329
[layout by cell type (no fill, tap or decap), drive strengths merged, types with 3 or more instances in the layout]
master and n:
o41ai 3, nor3 13, nor2b 3, nand4 4
o21ai 8, nor4 3, xor2 8, nand2 17
clkbuf 3, dfxtp 16, mux2i 4, buf 3
inv 7, clkdlybuf4s50 54, nor2 11, a31oi 9
xnor2 6, a21oi 4, a32o 3, nand3 11
[worst paths after layout]
kind,startpoint,to,slack [ps],cells after the start
max,pc_reg[0],npc[14],290,6
max reg2reg,pc_reg[0],pc_reg[8],1440,5
min,pc_reg[11],pc_reg[11],550,2
min reg2reg,pc_reg[11],pc_reg[11],550,2
[metrics by stage]
stage | instance area [um2] | util
finish | 1830 | 0.357
global route | 1830 | 0.357
CTS | 1830 | 0.357
detailed placement | 1790 | 0.349
global placement | 1790 | 0.349
floorplan | 1210 | -
[metal layers]
| metal | share of wire | track usage | vias to the layer above |
|---|---|---|---|
| met5 | 0 | 0 | - |
| met4 | 0.0058 | 0.00386 | 0 |
| met3 | 0.10 | 0.0468 | 2 |
| met2 | 0.41 | 0.130 | 53 |
| met1 | 0.48 | 0.120 | 599 |
| li1 | - | - | 687 |
[cells by family after synthesis]
kind of cell	after synthesis	synth area share
AND/OR/NAND/NOR	69	0.296
XOR/XNOR	14	0.101
multiplexers	5	0.0424
other	1	0.00310
AND-OR/OR-AND	36	0.205
buffers and inverters	22	0.0766
adder cells (fa/ha/maj)	1	0.0104
flip-flops	16	0.265
[final cells by class]
cell class / count / area share
clock buffers: 3 / 0.0225
inverters: 7 / 0.0143
multi-input cells: 126 / 0.434
flip-flops and latches: 16 / 0.175
well taps: 70 / 0.0477
repair buffers: 57 / 0.307
No activity file was given, so power comes from the tool's default toggle rates.
